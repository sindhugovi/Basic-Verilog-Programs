==> design.v <==
module alu_2(s,out,clk,rst);
    input clk,rst;
    reg [4:0]a[0:31];
    reg [4:0]b[0:31];
    input [2:0]s;
    reg [4:0]count1;
    output reg [32:0]out;
    always@(posedge(clk) or negedge(rst))
    begin
        if(!rst)
        begin
        count1<=32'd0;
        end
        else
        begin
            a[count1]=count1;
            b[count1]=count1;
            case(s)
            3'd0:
            out[count1]<=a[count1]+b[count1];
            3'd1:
            out[count1]<=a[count1]-b[count1];
            3'd2:
            out[count1]<=a[count1]^b[count1];
            3'd3:
            out[count1]<=a[count1]&b[count1];
            3'd4:
            out[count1]<=a[count1]|b[count1];
            3'd5:
            out[count1]<=~(a[count1]^b[count1]);
            3'd6:
            out[count1]<=~(a[count1]&b[count1]);
            3'd7:
            out[count1]<=~(a[count1]|b[count1]);
    endcase
            count1=count1+1;
        end
     end
endmodule
==> run.sh <==
#!/bin/bash
# OpenROAD 26Q1-2900-gdf79404cd8, Yosys 0.63+post, stock flow scripts
make -C /OpenROAD-flow-scripts/flow DESIGN_CONFIG=/design/flow/config.mk WORK_HOME=/design/flow/orfs finish
==> config.mk <==
export PLATFORM = sky130hd
export DESIGN_NAME = alu_2
export DESIGN_NICKNAME = alu_2
export VERILOG_FILES = /design/flow/design.v
export SDC_FILE = /design/flow/constraint.sdc
export NUM_CORES = 4
export LEC_CHECK = 1
export CORE_UTILIZATION = 40
==> constraint.sdc <==
current_design alu_2

set clk_period 4.1
set clk_io_pct 0.2

create_clock -name clk0 -period $clk_period [get_ports {clk}]

set non_clock_inputs [all_inputs -no_clocks]
set_input_delay [expr $clk_period * $clk_io_pct] -clock clk0 $non_clock_inputs
set_output_delay [expr $clk_period * $clk_io_pct] -clock clk0 [all_outputs]
==> impl_metrics.toml <==
# physical design summary
[final_timing]
fin_setup_tns_ps = -15610
min_period_over_period = 1.12
fmax_ghz = 0.217
worstMarginPinSlew_ps = 732
maxSlewViolCount = 0
hold_viol = 0
finalSetupViolCount = 33
timing.slew.headroom = 0.508
whs_ps = 356
rsz0062_at_grt = "yes"
finalClockSkew_ps = 15.6
fin_ws_ps = -502
fin_crit_ps = 4600

[critical_path]
crit_required_ps = 4320
end_kind = "flop"
critPathKind = "flop to flop"
rrSetupSlack_ps = -500
cp.arrival_ps = 4820
start_kind = "flop"
cp_max_fo = 8

[global_routing]
antenna_found_initial = 0
grt_overflow_total = 0
grt_first_pass_wirelength_mm = 32.2
grt_start_max_net_pins = 39
grt_pass1_vias = 5909
grt_usage = 0.261

[drt]
ant_nets = 0
firstDrtPassIters = 5
antenna_cells = 0
drtIter0Drc = 361
drc = 0
viasPerCell = 5.50
wl_per_cell_um = 18.1
routed_wl_mm = 20.0
vias = 6060

[cts]
clockRootBuffer = "clkbuf_16"
cts-htree-levels = 3
clkTransAtPathRegs_ps = 80
cts.sinks = 98
clockBufferDepth = 2
clk_latency_ps = 360
cts_buffers = 9
hold_buffers = 0
cts_tree = "yes"

[synth]
flop_cell = "edfxtp_1"
ys.flops = 98
yosys.cell_types.count = 75
ys_seq_share = 0.448
yosys_warnings = 3
synthCells = 686
ys_async_sr_fraction = 0.0510
synthesis.area_mm2 = 0.00651
ys_chip_area_mm2 = 0.00651
ys_cells = 686
syn_area_per_cell_um2 = 9.50
edf_count = 93

[finish]
n_fill_cell = 1336
logic_area_mm2 = 0.00370
ff_latch_area_mm2 = 0.00292
area_growth_pct = 38.6
final_area_mm2 = 0.00903
drive_above_1_share = 0.372
stdcell_count = 1102

[die]
core-area_mm2 = 0.0159
fp_util = 0.410
chipArea_mm2 = 0.0168
die_x_um = 130
die_h_um = 130
io_pins = 38
core.rowCount = 46

[place]
routabilityCongestion = 0.983
place_inst = 1066
port_buffers = 37
place_area_mm2 = 0.00825
dp_hpwl_mm = 14.9

[worst_hold_path]
hold_path_class = "input pin to async pin"

[flow_run]
drv_cap = 0
warnings = 34

[pwr]
power-per-cell-area_mw_per_mm2 = 237
irDropWorstVdd_mv = 0.182
leakage_nw = 3.55

[outcome]
violations = "negative setup slack"
run_status = "complete, but fails checks"
## worst max-delay path, cell delays in order (launching register included)
cell and delay, ps:
dfrtp_1 420, buf_6 150, ha_4 150, and3_4 190, ha_4 160, or3_4 350
a211o_1 270, nor4_2 140, buf_4 220, a21oi_2 90, nor4_1 180, buf_4 160
nand4_1 200, nor4_4 330, and3_4 240, ha_4 210, inv_2 50, a21oi_2 50
a21oi_2 130, a21oi_2 80, a21oi_4 210, buf_6 160, nand3_4 130, o21ai_2 160
## repair_timing
action	in CTS	in global routing
gates cloned	1	0
resized	63	27
setup endpoints to repair	33	33
buffers inserted	15	4
pin swaps	30	13
## cell usage after synthesis (3+ instances only)
cell / number / area share
a21boi_0: 4 / 0.0046
a21o_1: 5 / 0.0058
a21oi_1: 28 / 0.022
a22o_1: 4 / 0.0054
a311oi_1: 3 / 0.0040
a31oi_1: 12 / 0.012
and2_1: 6 / 0.0058
and3_1: 5 / 0.0048
buf_1: 3 / 0.0017
buf_2: 11 / 0.0084
buf_4: 5 / 0.0058
buf_6: 8 / 0.014
clkbuf_1: 13 / 0.0075
dfrtp_1: 5 / 0.019
edfxtp_1: 93 / 0.43
ha_1: 10 / 0.019
inv_1: 9 / 0.0052
mux2_2: 32 / 0.055
nand2_1: 132 / 0.076
nand2b_1: 12 / 0.012
nand3_1: 28 / 0.022
nand3b_1: 5 / 0.0058
nand4_1: 9 / 0.0086
nor2_1: 58 / 0.033
nor2b_1: 4 / 0.0038
nor3_1: 18 / 0.014
nor3_2: 3 / 0.0046
nor4_1: 6 / 0.0058
nor4_2: 4 / 0.0077
o2111ai_1: 4 / 0.0054
o211ai_1: 3 / 0.0035
o21ai_0: 64 / 0.049
o21ai_1: 3 / 0.0023
o21bai_1: 3 / 0.0035
o31ai_1: 3 / 0.0035
or2_2: 5 / 0.0048
or3_1: 8 / 0.0077
xnor2_1: 6 / 0.0081
xor2_1: 5 / 0.0067
## routing by layer
layer	vias to the layer above	GRT usage	routed length, um
met4	0	0.0814	731
met5	-	0	0
met2	212	0.397	9190
met3	39	0.0450	1160
met1	2884	0.398	8910
li1	2925	-	-
## registers in the layout (all words and copies together), names as in the netlist
| register | cells |
|---|---|
| count1 | 5 |
| b | 30 |
| out | 33 |
| a | 30 |
## layout make-up
cell class / count / area share
multi-input combinational: 539 / 0.410
clock buffer: 9 / 0.0249
inverter: 9 / 0.00374
clock inverter: 7 / 0.00776
timing repair buffer: 224 / 0.200
sequential: 98 / 0.323
tap: 216 / 0.0299
## report_power, final
part	internal, W	switching [W]	total (W)	leakage [nW]
registers	0.00115	0.0000257	0.00118	0.969
clock network	0.000427	0.000408	0.000835	0.141
logic	0.0000711	0.0000522	0.000123	2.44
## per-stage QoR
stage | setup slack, ps | util | total power [W]
after global routing | -755 | 0.568 | 0.00222
after floorplan | -573 | - | 0.00123
after CTS | -497 | 0.559 | 0.00216
after detailed placement | -799 | 0.520 | 0.00131
after global placement | -770 | 0.520 | 0.00131
final | -502 | 0.568 | 0.00214
## kinds of logic after synthesis
group           count (synthesis)  share of synthesized area
fa+ha+maj                      10                     0.0192
simple gates                  322                      0.254
compound gates                162                      0.162
buf+inv                        49                     0.0424
xor+xnor                       11                     0.0148
flops                          98                      0.448
mux                            34                     0.0599
## cell usage in the layout (no fill, tap or decap), drive strengths merged, types with 3 or more instances in the layout
| master | Yosys | layout |
|---|---|---|
| a21boi | 4 | 4 |
| a21o | 5 | 5 |
| a21oi | 28 | 28 |
| a22o | 4 | 4 |
| a311oi | 3 | 3 |
| a31o | 3 | 3 |
| a31oi | 13 | 13 |
| and2 | 6 | 6 |
| and3 | 5 | 5 |
| buf | 27 | 188 |
| clkbuf | 13 | 9 |
| clkdlybuf4s50 | 0 | 36 |
| clkinv | 0 | 3 |
| dfrtp | 5 | 5 |
| edfxtp | 93 | 93 |
| ha | 10 | 10 |
| inv | 9 | 12 |
| mux2 | 34 | 34 |
| nand2 | 132 | 132 |
| nand2b | 13 | 13 |
| nand3 | 28 | 28 |
| nand3b | 5 | 5 |
| nand4 | 9 | 9 |
| nor2 | 59 | 59 |
| nor2b | 4 | 4 |
| nor3 | 22 | 22 |
| nor4 | 12 | 12 |
| nor4b | 5 | 5 |
| o2111ai | 4 | 4 |
| o211ai | 6 | 6 |
| o21ai | 67 | 67 |
| o21bai | 3 | 3 |
| o31ai | 3 | 3 |
| or2 | 5 | 5 |
| or3 | 8 | 8 |
| xnor2 | 6 | 6 |
| xor2 | 5 | 5 |
## path summary, 6_finish.rpt
| check | endpoint | from | cells after the start |
|---|---|---|---|
| max | out[21] | count1[0] | 23 |
| min | count1[1] | rst | 1 |
| max reg2reg | out[21] | count1[0] | 23 |
| min reg2reg | b[10][0] | b[10][0] | 2 |
| max in group asynchronous | count1[4] | rst | 2 |
| min in group clk0 | b[10][0] | b[10][0] | 2 |
Power and IR drop assume default switching activity.
