## design/flow/design.v

```verilog
module frequency_div(clk,rst,led);
    input clk,rst;
    output reg led;
    integer big_c;
    reg clk_1hz;
    always@(posedge(clk) or negedge(rst))
    begin
        if(!rst)
        big_c=0;
        else
        begin
            big_c=big_c+1;
            if(big_c>=0&&big_c<50000000)
            clk_1hz=1'b0;
            else if(big_c>=50000000&&big_c<100000000)
            clk_1hz=1'b1;
            else if(big_c==100000000)
            big_c=0;
        end
    end
    always@(posedge(clk_1hz)or negedge(rst))
    begin
        if(!rst)
        led=1'b0;
        else
        led=~led;
    end
endmodule
```

## design/flow/run.sh

```bash
#!/bin/bash
# OpenROAD 26Q1-2900-gdf79404cd8, Yosys 0.63+post, stock flow scripts
make -C /OpenROAD-flow-scripts/flow DESIGN_CONFIG=/design/flow/config.mk WORK_HOME=/design/flow/orfs finish
```

## design/flow/config.mk

```make
export PLATFORM = sky130hd
export DESIGN_NAME = frequency_div
export DESIGN_NICKNAME = frequency_div
export VERILOG_FILES = /design/flow/design.v
export SDC_FILE = /design/flow/constraint.sdc
export NUM_CORES = 4
export LEC_CHECK = 1
export CORE_UTILIZATION = 40
```

## design/flow/constraint.sdc

```tcl
current_design frequency_div

set clk_period 7.3
set clk_io_pct 0.2

create_clock -name clk0 -period $clk_period [get_ports {clk}]

set non_clock_inputs [all_inputs -no_clocks]
set_input_delay [expr $clk_period * $clk_io_pct] -clock clk0 $non_clock_inputs
set_output_delay [expr $clk_period * $clk_io_pct] -clock clk0 [all_outputs]
```

==> impl_metrics.xml <==
<?xml version="1.0" encoding="UTF-8"?>
<metrics>
  <group name="yosys">
    <metric name="synth_top_cell_by_area" unit="">sky130_fd_sc_hd__dfrtp_1</metric>
    <metric name="number_of_synthesized_flops_with_an_enable_pin" unit="">1</metric>
    <metric name="synth_warnings" unit="">1</metric>
    <metric name="synth.cell_area" unit="um2">2040</metric>
    <metric name="ys_area" unit="um2">2040</metric>
    <metric name="post_synth_inst_count" unit="">215</metric>
    <metric name="seq_area_frac_synth" unit="%">41.9</metric>
    <metric name="ys_async_sr_fraction" unit="%">97.1</metric>
    <metric name="yosys-top-cells-area" unit="">sky130_fd_sc_hd__dfrtp_1, sky130_fd_sc_hd__xnor2_1, sky130_fd_sc_hd__xor2_1</metric>
    <metric name="synth.yosys.num_cells" unit="">215</metric>
    <metric name="synth.lib_cells_used.distinct" unit="">43</metric>
    <metric name="synth-seq-cells" unit="">34</metric>
    <metric name="synth_area_per_cell" unit="um2">9.51</metric>
    <metric name="synth_top_flop_cell" unit="">sky130_fd_sc_hd__dfrtp_1</metric>
    <metric name="synth_largest_type_area_fraction" unit="%">40.4</metric>
  </group>
  <group name="sta">
    <metric name="skew" unit="ps">5.90</metric>
    <metric name="maximum_operating_frequency" unit="MHz">278</metric>
    <metric name="timing.final.ws_setup" unit="ps">3700</metric>
    <metric name="timing_worst_slew_pin_value" unit="ps">901</metric>
    <metric name="relSlewSlack" unit="%">39.4</metric>
    <metric name="unconstrained_endpoints" unit="">2</metric>
    <metric name="final_min_period_over_clock_period" unit="%">49.3</metric>
    <metric name="timing_max_transition_violations_final" unit="">0</metric>
    <metric name="grt_setup_unrepaired" unit="">no</metric>
    <metric name="final.setup.tns" unit="ps">0</metric>
    <metric name="hold_viol" unit="">0</metric>
    <metric name="setup_viol" unit="">0</metric>
    <metric name="timing.final.crit_period" unit="ps">3600</metric>
    <metric name="unclocked_pins" unit="">1</metric>
  </group>
  <group name="drt">
    <metric name="diodes" unit="">0</metric>
    <metric name="ant_nets" unit="">0</metric>
    <metric name="drt_iter0_markers" unit="">122</metric>
    <metric name="drt-wirelength-per-cell" unit="um">14.7</metric>
    <metric name="drt-pass1-iter-count" unit="">4</metric>
    <metric name="route.detailed.vias_per_inst" unit="">5.50</metric>
    <metric name="via_count" unit="">1562</metric>
    <metric name="detail_route.drc_violations" unit="">0</metric>
    <metric name="totalWireLength" unit="mm">4.19</metric>
  </group>
  <group name="critical_path">
    <metric name="critical_path_most_common_cell" unit="">sky130_fd_sc_hd__nand4_1</metric>
    <metric name="max_stage_delay" unit="ps">830</metric>
    <metric name="crit_path_end_kind" unit="">flip-flop</metric>
    <metric name="timing.reg2reg.worst_path_depth" unit="">8</metric>
    <metric name="crit_required" unit="ps">7460</metric>
    <metric name="critical_path.startpoint_type" unit="">flip-flop</metric>
    <metric name="cpMaxStageDelayCell" unit="">sky130_fd_sc_hd__nor4_1</metric>
    <metric name="critical_path.reg2reg.endpoint" unit="">big_c[20]</metric>
    <metric name="cp_top_family" unit="">simple AND/OR/NAND/NOR gates</metric>
    <metric name="crit_arrival" unit="ps">3760</metric>
    <metric name="critical_path_buf_inv_count" unit="">1</metric>
    <metric name="timing.rr.start" unit="">big_c[19]</metric>
    <metric name="critical_path_fanouts_max" unit="">11</metric>
    <metric name="path_class" unit="">flip-flop to flip-flop</metric>
    <metric name="path_cells" unit="">nand4_1, nor4_1, nand4_1, xnor2_1, or4_1, nor4_2, buf_4, a21boi_0</metric>
    <metric name="reg2reg_setup_slack" unit="ps">3700</metric>
  </group>
  <group name="pwr">
    <metric name="power_per_cell_area" unit="nW/um2">145</metric>
    <metric name="switching_share" unit="%">21.6</metric>
    <metric name="internal_power" unit="mW">0.251</metric>
    <metric name="netSwitchingPower" unit="mW">0.0691</metric>
    <metric name="total_power" unit="mW">0.320</metric>
    <metric name="power.static_leakage" unit="nW">0.929</metric>
    <metric name="vdd.ir_drop.worst" unit="mV">0.0596</metric>
    <metric name="share_seq_of_total_power" unit="%">57.5</metric>
    <metric name="power.clock.fraction" unit="%">41.1</metric>
    <metric name="combinationalPowerShare" unit="%">1.4</metric>
  </group>
  <group name="floorplanning">
    <metric name="floorplan.io_pins" unit="">3</metric>
    <metric name="floorplanUtilization" unit="%">42.4</metric>
    <metric name="design.die.area" unit="um2">5400</metric>
    <metric name="design.core.area" unit="um2">4820</metric>
    <metric name="vertical_die_dimension" unit="um">73.5</metric>
    <metric name="floorplan.rows" unit="">25</metric>
    <metric name="floorplan.die.width" unit="um">73.5</metric>
  </group>
  <group name="hold_path">
    <metric name="worst_hold_path.num_cells" unit="">1</metric>
    <metric name="hold-path-endpoint" unit="">big_c[31]</metric>
    <metric name="min_from" unit="">big_c[31]</metric>
    <metric name="min_delay_worst_type" unit="">flip-flop to flip-flop</metric>
  </group>
  <group name="global_routing">
    <metric name="antenna_found_initial" unit="">0</metric>
    <metric name="grt_first_pass_wirelength" unit="mm">7.16</metric>
    <metric name="number_of_global_route_vias_before_repair" unit="">1480</metric>
    <metric name="groute.usage.overall" unit="%">17.6</metric>
    <metric name="maximum_number_of_pins_on_one_net_before_global_route_repair" unit="">35</metric>
    <metric name="grt_overflow_total" unit="">0</metric>
  </group>
  <group name="placement">
    <metric name="portBuffers" unit="">2</metric>
    <metric name="globalplace.congestion" unit="">0.886</metric>
    <metric name="post-place-ws" unit="ps">3810</metric>
    <metric name="dp_hpwl" unit="mm">3.01</metric>
    <metric name="placement.cell_area" unit="um2">2120</metric>
  </group>
  <group name="job">
    <metric name="stage_log_warnings" unit="">25</metric>
    <metric name="timing.max_cap.violations" unit="">0</metric>
  </group>
  <group name="cts">
    <metric name="root_buffer" unit="">sky130_fd_sc_hd__clkbuf_8</metric>
    <metric name="clk_path_buf_depth" unit="">2</metric>
    <metric name="cts-hold-fix-buffers" unit="">0</metric>
    <metric name="htree_num_levels" unit="">2</metric>
    <metric name="worst_setup_hold_path_clk_slew" unit="ps">60</metric>
    <metric name="cts_tree" unit="">yes</metric>
    <metric name="clock_latency" unit="ps">280</metric>
    <metric name="postCtsSetupBuffers" unit="">0</metric>
    <metric name="cts_made_buffers" unit="">5</metric>
    <metric name="post_cts.resized_instances" unit="">0</metric>
  </group>
  <group name="final_layout">
    <metric name="finalInstanceArea" unit="um2">2200</metric>
    <metric name="synthToLayoutAreaGrowth" unit="%">7.65</metric>
    <metric name="post-route-util" unit="%">45.7</metric>
    <metric name="filler_cell_count" unit="">468</metric>
    <metric name="drive_above_1_share" unit="%">8.76</metric>
  </group>
  <group name="outcome">
    <metric name="outcome" unit="">finished clean</metric>
  </group>
</metrics>
-- through the flow --
stage               hold slack, ps  instances
floorplan                      436        215
global placement               470        276
finish                         469        284
CTS                            475        284
global route                   499        284
detailed placement             459        276
-- layout by cell type (no fill, tap or decap), types with 5 or more instances in the layout --
| cell | count |
|---|---|
| sky130_fd_sc_hd__clkbuf_8 | 5 |
| sky130_fd_sc_hd__xor2_1 | 14 |
| sky130_fd_sc_hd__and3_1 | 7 |
| sky130_fd_sc_hd__nor3_1 | 6 |
| sky130_fd_sc_hd__o211ai_1 | 5 |
| sky130_fd_sc_hd__inv_1 | 8 |
| sky130_fd_sc_hd__nand2_1 | 9 |
| sky130_fd_sc_hd__nand3_1 | 17 |
| sky130_fd_sc_hd__a21oi_1 | 16 |
| sky130_fd_sc_hd__nand4_1 | 13 |
| sky130_fd_sc_hd__nor2_1 | 10 |
| sky130_fd_sc_hd__xnor2_1 | 18 |
| sky130_fd_sc_hd__dfrtp_1 | 33 |
-- metal layers --
layer / wire (um) / track usage, % / up-vias
met1: 2180 / 29.2 / 751
met4: 61 / 1.92 / 0
li1: - / - / 781
met5: 0 / 0 / -
met3: 144 / 3.61 / 6
met2: 1800 / 25.3 / 24
-- state kept, by name (all words and copies together), names as in the netlist --
register and flops:
big_c 32, clk_1hz 1, led 1
-- final cells by class --
type                       instances  area [um2]  area share, %
clock buffer                       6        72.6           3.30
sequential                        34         856           38.9
timing repair buffer               5        42.5           1.93
tap                               67        83.8           3.81
clock inverter                     2        10.0          0.455
multi-input combinational        162        1110           50.3
inverter                           8        30.0           1.36
-- how the worst max path moves through the flow --
stage | end | startpoint | cells after the start
4_1_cts | big_c[20] | big_c[19] | 8
5_1_grt | big_c[20] | big_c[19] | 8
6_report | big_c[20] | big_c[19] | 8
-- synth_stat cells (4+ instances only) --
master,number
sky130_fd_sc_hd__nor2_1,10
sky130_fd_sc_hd__a21oi_1,16
sky130_fd_sc_hd__and2_1,4
sky130_fd_sc_hd__and3_1,7
sky130_fd_sc_hd__inv_1,8
sky130_fd_sc_hd__nand4_1,13
sky130_fd_sc_hd__o21ai_0,4
sky130_fd_sc_hd__nand2_1,9
sky130_fd_sc_hd__o211ai_1,5
sky130_fd_sc_hd__buf_2,5
sky130_fd_sc_hd__nor3_1,6
sky130_fd_sc_hd__xnor2_1,18
sky130_fd_sc_hd__nand3_1,17
sky130_fd_sc_hd__o31ai_1,4
sky130_fd_sc_hd__dfrtp_1,33
sky130_fd_sc_hd__xor2_1,14
-- cells by family (layout without fill, tap and decap cells) --
group	after synthesis	count (layout)	synth area share, %
compound gates	38	38	11.6
xor+xnor	32	32	13.7
fa+ha+maj	1	1	0.612
buf+inv	19	21	4.34
flops	34	34	41.9
mux	2	2	1.04
simple gates	89	89	26.9
-- power groups by stage --
stage	clock network (mW)	logic, mW	registers (mW)
after CTS	0.135	0.00497	0.184
after global routing	0.145	0.00578	0.184
final	0.131	0.00462	0.184
No activity file was given, so power comes from the tool's default toggle rates.
