[design/flow/design.v]
module sequence_detector(in, clk, rst, detect);
  input in, clk, rst;
  output reg detect;
  reg [2:0] state; 
  integer count;    
  parameter idle = 3'b000, 
            s1   = 3'b001, 
            s2   = 3'b010, 
            s3   = 3'b011, 
            s4   = 3'b100, 
            s5   = 3'b101, 
            s6   = 3'b110;
  always @(posedge clk or negedge rst)
   begin
    if (!rst) begin
      state <= idle;
      detect <= 1'b0;
      count <= 0;  
    end
     else
      begin
      case (state)
        idle: 
        begin
          detect <= 1'b0;
          if (in == 1)
            state <= s1;
          else
            state <= idle;
        end
        s1:
         begin
          detect <= 1'b0;
          if (in == 0)
            state <= s2;
          else
            state <= idle;
        end
        s2: 
        begin
          detect <= 1'b0;
          if (in == 1)
            state <= s3;
          else
            state <= idle;
        end
        s3: 
        begin
          detect <= 1'b0;
          if (in == 1)
            state <= s4;
          else
            state <= idle;
        end
        s4: 
        begin
          detect <= 1'b0;
          if (in == 1)
            state <= s5;
          else
            state <= idle;
        end
        s5:
         begin
          detect <= 1'b0;
          if (in == 0)
            state <= s6;
          else
            state <= idle;
        end
        s6: 
        begin
          detect <= 1'b1;  
          count = count + 1;
          state <= idle;  
        end
      endcase
    end
  end
endmodule
[design/flow/run.sh]
#!/bin/bash
# OpenROAD 26Q1-2900-gdf79404cd8, Yosys 0.63+post, stock flow scripts
make -C /OpenROAD-flow-scripts/flow DESIGN_CONFIG=/design/flow/config.mk WORK_HOME=/design/flow/orfs finish
[design/flow/config.mk]
export PLATFORM = sky130hd
export DESIGN_NAME = sequence_detector
export DESIGN_NICKNAME = sequence_detector
export VERILOG_FILES = /design/flow/design.v
export SDC_FILE = /design/flow/constraint.sdc
export NUM_CORES = 4
export LEC_CHECK = 1
export CORE_AREA = 10 10 70 70
export DIE_AREA = 0 0 80 80
[design/flow/constraint.sdc]
current_design sequence_detector

set clk_period 1.1
set clk_io_pct 0.2

create_clock -name clk0 -period $clk_period [get_ports {clk}]

set non_clock_inputs [all_inputs -no_clocks]
set_input_delay [expr $clk_period * $clk_io_pct] -clock clk0 $non_clock_inputs
set_output_delay [expr $clk_period * $clk_io_pct] -clock clk0 [all_outputs]
==> ci_impl_report.md <==
### Yosys + OpenROAD results

| Metric | Value |
|---|---|
| Crit Path Class | reg2out |
| Final Cycle Share | 92.8% |
| Top cells, area | dfrtp_1 (62%), dfstp_2 (9.3%), and2_1 (6.6%) |
| FFs w/ async S/R, synth | 100% |
| Root Buffer | clkbuf_4 |
| Latency at later pin | 0.26 ns |
| Cells on worst reg2reg path | 2 |
| Post-Layout Cell Count | 76 |
| Share of post-route cells with drive strength above 1 | 30.0% |
| Hold Slack | 0.226 ns |
| Antenna Cells | 0 |
| Syn avg cell area | 14.1 µm² |
| Outcome | finished, final reports clean |
| Endpoints failing setup | 0 |
| DRC errors left | 0 |
| Max Clk Rate | 979 MHz |
| Starting DRC count in detailed routing | 28 |
| Number of global-route vias before repair | 194 |
| Slew headroom | 77.3% |
| Top FF cell, synth | dfrtp_1 |
| Final hold vios | 0 |
| Initial antenna violation count | 0 |
| R2r setup slk | 0.16 ns |
| Antenna-violating nets left | 0 |
| Adder share | 0% |
| CTS sink cnt | 8 |
| Count leader, synth | dfrtp_1 |
| Worst slew pin tran | 0.339 ns |
| Number of synthesized flops with an enable pin | 0 |
| Wire length per cell | 6.47 µm |
| Chip area in the Yosys report | 283 µm² |
| Worst-path clk slew | 0.06 ns |
| CP max stage delay | 0.37 ns |
| RR Endpoint | detect |
| First-pass iteration count of the detailed router | 2 |
| P&R area growth vs syn | 48.2% |
| Register share after synthesis | 71.2% |
| Post-synth cell types | 10 |
| Largest net degree at the start of global routing | 9 |
| Pwr Density | 1470 nW/µm² |
| H-tree levels | 1 |
| Aoi share | 4.87% |
| Family with the most delay on the worst path | flip-flops |
| Crit. End Element | output port |
| Slew Limit Fails | 0 |
| Fp_density | 8.28% |
| DR vias | 183 |
| Cell type with the largest total area | dfrtp_1 |
| Syn Inst Count | 20 |
| Core Rows | 21 |
| Overall Power | 0.615 mW |
| Logic family by area | simple AND/OR/NAND/NOR gates |
| DRT Wirelength | 492 µm |
| Max-capacitance violation count | 0 |
| Min cycle time layout | 1.02 ns |
| HP Class | in2async |
| Yosys cell count | 20 |
| Placed cell areas | 385 µm² |
| Log Warnings | 25 |
| Setup TNS Final | 0 ns |
| Yosys Warn Count | 1 |
| CP Data Required Time | 0.88 ns |
| Xor/xnor share | 0% |
| Core ar. | 3420 µm² |
| GPL Wtd Cong | 0.732 |
| Crit path launch type | flip-flop |
| Design area | 419 µm² |
| Cell Area, Synth | 283 µm² |
| Die area | 6400 µm² |
| Pleak | 0.177 nW |
| Commonest cells post-synth | dfrtp_1 (7), and2_1 (3), nor2_1 (2), nor2b_1 (2) |
| Maximum clock insertion buffer count | 2 |
| WP buf/inv | 1 |
| Crit-path slowest cell | dfrtp_1 |
| Critical Path Fanout Max | 2 |
| Die H | 80 µm |
| Worst r2r src | state[1] |
| GR Util All Layers | 1.72% |
| Simple-gate share of the synthesized area | 23.9% |
| VDD IR max | 230 µV |
| Synthesis-stage register bit count | 8 |
| Remaining global-route overflow | 0 |
| Crit path cell chain | clkdlybuf4s15_1 |
| RSZ-0062 raised after global routing | no |
| Total CTS buffers | 3 |
| Io pins | 4 |
| CTS tree | done |
| Max-area cell share | 61.9% |
| Post-DR vias/cell | 2.41 |
| Dpl cells | 71 |
| Clock skew | 0.00354 ns |
| Port Buf Inserts | 3 |
| CP Data Arrival Time | 0.80 ns |
| First-pass GRT wire length | 890 µm |
| Synth mux share | 0% |
| DIE WIDTH | 80 µm |
## cells in the final DEF, fill, tap and decap left out, drive strengths merged
master	Yosys	routed
a21oi	1	1
a31o	1	1
and2	4	4
buf	0	3
clkbuf	0	4
clkdlybuf4s15	0	1
clkdlybuf4s50	0	2
dfrtp	7	7
dfstp	1	1
nor2	2	2
nor2b	2	2
nor4	1	1
nor4b	1	1
## cell families (layout without fill, tap and decap cells)
family	count (synthesis)	after routing
flip-flops	8	8
AND-OR/OR-AND	2	2
AND/OR/NAND/NOR	10	10
buffers and inverters	0	10
## layer usage
metal,vias up,GRT usage [%],wire length [µm]
met5,-,0,0
met2,7,2.09,189
met1,86,2.37,226
met3,2,1.25,71
met4,0,0.352,4
li1,88,-,-
## how the worst max path moves through the flow
stage,start,end,slack (ns),cells past startpoint
5_1_grt,detect,detect,0.05,1
6_report,detect,detect,0.08,1
4_1_cts,detect,detect,0.006,1
## metrics by stage
stage               setup slack, ns  utilization, %
floorplan                     0.233               -
global placement            -0.0583            11.3
detailed placement          -0.0494            11.3
CTS                         0.00562            12.2
global route                 0.0537            12.3
finish                       0.0787            12.3
## power by group
group / internal, mW / switching (mW) / total (mW)
Combinational: 0.0263 / 0.0185 / 0.0448
Sequential: 0.311 / 0.00885 / 0.320
Clock: 0.139 / 0.111 / 0.250
## layout make-up
cell class / count / area, µm²
Fill cell: 398 / 3000
Multi-Input combinational cell: 12 / 81.3
Timing Repair Buffer: 6 / 52.6
Tap cell: 46 / 57.6
Sequential cell: 8 / 201
Clock buffer: 4 / 26.3
## state kept, by name, summed over array words and instances (netlist names)
register / count
detect: 1
state: 7
## repair_timing
action,CTS,global route
buffers inserted,1,0
gates cloned,0,0
endpoints found under the hold margin,0,0
setup endpoints to repair,1,1
pin swaps,0,0
gates resized,1,1
hold buffers,0,0
Power is estimated from default activity; no workload was simulated.
